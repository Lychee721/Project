<file path="design/flow/run.sh">
#!/bin/bash
# OpenROAD 26Q1-2900-gdf79404cd8, Yosys 0.63+post, stock flow scripts
make -C /OpenROAD-flow-scripts/flow DESIGN_CONFIG=/design/flow/config.mk WORK_HOME=/design/flow/orfs finish
</file>
<file path="design/flow/config.mk">
export PLATFORM = sky130hd
export DESIGN_NAME = forwarding_unit
export DESIGN_NICKNAME = forwarding_unit
export VERILOG_FILES = /design/flow/design.v
export SDC_FILE = /design/flow/constraint.sdc
export NUM_CORES = 4
export LEC_CHECK = 1
export CORE_AREA = 10 10 70 70
export DIE_AREA = 0 0 80 80
</file>
<file path="design/flow/design.v">
module forwarding_unit(
    input  [4:0] ID_EX_rs1,
    input  [4:0] ID_EX_rs2,
    input  [4:0] EX_MEM_rd,
    input  [4:0] MEM_WB_rd,
    input        EX_MEM_reg_wr_en,
    input        MEM_WB_reg_wr_en,
    output reg [1:0] forward_rs1,
    output reg [1:0] forward_rs2
);
always @(*) begin
    forward_rs1 = 2'b00;
    forward_rs2 = 2'b00;
    if(EX_MEM_reg_wr_en && (EX_MEM_rd != 0)) begin
        if(EX_MEM_rd == ID_EX_rs1) forward_rs1 = 2'b10;
        if(EX_MEM_rd == ID_EX_rs2) forward_rs2 = 2'b10;
    end
    if(MEM_WB_reg_wr_en && (MEM_WB_rd != 0)) begin
        if(MEM_WB_rd == ID_EX_rs1) forward_rs1 = 2'b01;
        if(MEM_WB_rd == ID_EX_rs2) forward_rs2 = 2'b01;
    end
end
endmodule
</file>
<file path="design/flow/constraint.sdc">
current_design forwarding_unit

set clk_period 2.3
set clk_io_pct 0.2

create_clock -name clk0 -period $clk_period

set non_clock_inputs [all_inputs -no_clocks]
set_input_delay [expr $clk_period * $clk_io_pct] -clock clk0 $non_clock_inputs
set_output_delay [expr $clk_period * $clk_io_pct] -clock clk0 [all_outputs]
</file>
==> run_results.csv <==
group,metric,value,unit
logic_synthesis,top_area_cell,"xnor2_1",
outcome,status,"finished clean",
logic_synthesis,synth_cells,34,
logic_synthesis,synth.distinct_cells,9,
power,leakagePower,0.000309,uW
critical_path,critPathKind,"input pin to output port",
global_routing,grt-ovfl-total,0,
floorplan,io_pins,26,
critical_path,startpoint_type,"input pin",
route,vias,391,
global_routing,grt_pass1_wl,2.13,mm
global_routing,grt_pass1_vias,418,
critical_path,crit_path_end_kind,"output port",
logic_synthesis,top_cells_by_area,"xnor2_1, xor2_1, nor4_1",
route,vias_per_cell,3.23,
logic_synthesis,top_cell_area_share,0.544,
route,ant_nets,0,
run,tool_warnings,33,
logic_synthesis,netlist_area,258,sq um
critical_path,startpoint,"MEM_WB_rd[2]",
clock_network,cts_hold_buf,0,
run,drv_cap,0,
final_layout,comb_area,373,sq um
final_layout,drive_gt1_frac,0.459,
power,p_per_area,162,nW/um^2
global_routing,track_usage,0.0409,
sta,hold_slack,1.42,ns
floorplan,fp.dieH,80,um
final_layout,seqCellArea,0,sq um
route,wl_per_cell,11.4,um
critical_path,crit_fanout,2,
floorplan,die_area,6400,sq um
logic_synthesis,ys_cells,34,
final_layout,num-clock-buffers,0,
logic_synthesis,yosysMostFrequentCell,"xnor2_1",
sta,final-hold-violation-count,0,
logic_synthesis,ys_seq_frac,0,
placement,io_buffers,26,
global_routing,antenna_found_initial,1,
final_layout,flops,0,
placement,gp_congestion,0.783,
critical_path,crit_required,1.84,ns
final_layout,fillers,377,
final_layout,syn_to_final_growth,200,%
worst_hold_path,hold_path_class,"input pin to output port",
sta,period_used_share,0.987,
sta,fmax,0.440,GHz
route,wirelength,1.38,mm
sta,slew_headroom,0.800,
logic_synthesis,ys_chip_area,258,sq um
floorplan,floorplan.initialDensity,0.0755,
route,first_pass_iters,3,
placement,place_hpwl,1.20,mm
logic_synthesis,yosys_warnings,1,
critical_path,cp.arrival,1.81,ns
floorplan,die_w,80,um
sta,min_period,2.27,ns
sta,setup_viol,0,
route,drt_iter0_drc,3,
floorplan,core_region_area,3420,sq um
sta,slew_violations,0,
final_layout,fin_util,0.226,
global_routing,grt_max_degree,4,
route,drc,0,
power,total_power,125,uW
logic_synthesis,common_cells,"xnor2_1, nor4_1, xor2_1",
sta,tightest_slew,0.297,ns
logic_synthesis,avgSynthCellArea,7.58,sq um
worst_hold_path,hp-start,"EX_MEM_rd[3]",
floorplan,placementRows,21,
power,vdd_drop_max,0.0282,mV
## critical path: stages
cell	delay, ns
buf_6	0.10
or4_4	0.54
o21ai_4	0.20
nor4_4	0.06
nor4_1	0.29
buf_2	0.17
## metrics by stage
stage | cells | area [sq um] | setup TNS (ns) | setup WS [ns]
after floorplan | 34 | 258 | 0 | 0.481
after global placement | 119 | 673 | -2.11 | -0.695
after detailed placement | 119 | 673 | -2.12 | -0.685
after CTS | 120 | 746 | -0.00987 | -0.00987
after global routing | 121 | 772 | -0.0126 | -0.0126
final | 121 | 772 | 0 | 0.0290
## path summary, 6_finish.rpt
| path | endpoint | slack [ns] | cells after the start |
|---|---|---|---|
| setup / recovery | forward_rs2[1] | 0.03 | 6 |
| hold / removal | forward_rs2[1] | 1.42 | 5 |
## repair_timing
action                                  in CTS  in global routing
endpoints found under the setup margin       4                  2
resized                                     46                  7
pin swaps                                   10                  2
buffers inserted                             1                  0
## final cells by class
class / instances / share of cell area
Tap cell: 46 / 0.0746
Antenna cell: 1 / 0.00324
Multi-Input combinational cell: 34 / 0.483
Timing Repair Buffer: 40 / 0.439
## placed cells by master, fill, tap and decap left out
cell type	netlist	routed
clkbuf_2	0	1
buf_6	0	3
buf_4	0	12
xnor2_2	0	4
diode_2	0	1
o21ai_4	0	1
xnor2_1	16	12
buf_2	0	4
xor2_1	4	3
xor2_2	0	1
clkdlybuf4s50_1	0	9
dlymetal6s2s_1	0	1
or4_4	0	2
nand4_1	2	2
nor2_4	0	1
nand2_1	2	2
nor4_1	4	1
dlygate4sd2_1	0	10
nand3_2	0	2
nor4_4	0	3
## cell families after synthesis
| logic type | synth area share |
|---|---|
| simple gates | 0.286 |
| compound gates | 0.0340 |
| xor+xnor | 0.680 |
## metal layers
metal | vias up | part of all wire | routed length, um | track usage
li1 | 205 | - | - | -
met1 | 169 | 0.45 | 624 | 0.0563
met2 | 17 | 0.43 | 596 | 0.0602
met3 | 0 | 0.12 | 162 | 0.0193
met4 | 0 | 0 | 0 | 0
met5 | - | 0 | 0 | 0
## power by group
group          switching (uW)  total, uW  internal, uW   leakage [uW]
clock network               0  0.0000581     0.0000581  0.00000000634
logic                    52.1        125          73.2       0.000309
registers                   0          0             0              0
total                    52.1        125          73.2       0.000309
Power figures rest on the tool's default switching activity, not on a simulated workload.
