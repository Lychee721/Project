==> flow/design.v <==
module ctrl(
    input  [6:0] opcode,
    input  [2:0] funct3,
    input  [6:0] funct7,
    output reg       reg_write,
    output reg       mem_to_reg,
    output reg       mem_write,
    output reg       mem_read,
    output reg [1:0] alu_src,
    output reg       pc_src,
    output reg [2:0] alu_ctrl,
    output reg       custom_en
);
    always @(*) begin
        reg_write  = 0;
        mem_to_reg = 0;
        mem_write  = 0;
        mem_read   = 0;
        alu_src    = 2'b00;
        pc_src     = 0;
        alu_ctrl   = 3'b000;
        custom_en  = 0;
        case(opcode)
            7'b0110011: begin  
                reg_write = 1;
                case(funct3)
                    3'b000: alu_ctrl = (funct7[5] ? 3'b001 : 3'b000);  
                    3'b111: alu_ctrl = 3'b010;  
                    3'b110: alu_ctrl = 3'b011;  
                endcase
            end
            7'b0000011: begin  
                reg_write = 1;
                mem_to_reg = 1;
                mem_read = 1;
                alu_src = 2'b10;
                alu_ctrl = 3'b000;
            end
            7'b0100011: begin  
                mem_write = 1;
                alu_src = 2'b10;
                alu_ctrl = 3'b000;
            end
            7'b1100011: begin  
                pc_src = 1;
                case(funct3)
                    3'b000: alu_ctrl = 3'b100;  
                    3'b001: alu_ctrl = 3'b101;  
                endcase
            end
            7'b0001011: begin  
                custom_en = 1;
                reg_write = 1;
                case(funct3)
                    3'b000: alu_ctrl = 3'b110;  
                    3'b001: alu_ctrl = 3'b111;  
                endcase
            end
        endcase
    end
endmodule
==> flow/run.sh <==
#!/bin/bash
# OpenROAD 26Q1-2900-gdf79404cd8, Yosys 0.63+post, stock flow scripts
make -C /OpenROAD-flow-scripts/flow DESIGN_CONFIG=/design/flow/config.mk WORK_HOME=/design/flow/orfs finish
==> flow/config.mk <==
export PLATFORM = sky130hd
export DESIGN_NAME = ctrl
export DESIGN_NICKNAME = ctrl
export VERILOG_FILES = /design/flow/design.v
export SDC_FILE = /design/flow/constraint.sdc
export NUM_CORES = 4
export LEC_CHECK = 1
export CORE_AREA = 10 10 70 70
export DIE_AREA = 0 0 80 80
==> flow/constraint.sdc <==
current_design ctrl

set clk_period 3.3
set clk_io_pct 0.2

create_clock -name clk0 -period $clk_period

set non_clock_inputs [all_inputs -no_clocks]
set_input_delay [expr $clk_period * $clk_io_pct] -clock clk0 $non_clock_inputs
set_output_delay [expr $clk_period * $clk_io_pct] -clock clk0 [all_outputs]
==> notes.md <==
Synthesis and place-and-route results.

- Per the breakdown, switching nets consume 34.8% of all power.
- In the final layout, the clock buffer count is 0.
- The share of the Yosys chip area taken by registers is 0%.
- The detail route stage leaves a number of antenna-violating nets equal to 0.
- The average wire per cell in the routed design is 9.22 um.
- The violation tally from detailed-route iteration zero is 29.
- The area taken by flip-flops and latches is 0 um2.
- Cell internal power was estimated by the tool at 0.0179 mW.
- The number of vias in the routed layout is 266.
- The arrival time of the worst setup path is 2440 ps.
- The first global-routing pass estimated 1.20 mm of wire.
- The number of antenna diodes is 0.
- The leakage component of the power was reported as 0.130 nW.
- The library cells used most frequently in the layout, excluding fill and tap cells, are sky130_fd_sc_hd__clkdlybuf4s50_1, sky130_fd_sc_hd__or2_2, sky130_fd_sc_hd__nor3_1, sky130_fd_sc_hd__nand3b_1, sky130_fd_sc_hd__or3b_1.
- In this design, the critical path's most frequently occurring cell is sky130_fd_sc_hd__clkdlybuf4s50_1.
- The initial antenna violation count is 0.
- The type of the setup path with the least slack is primary input to primary output.
- For this run, the final setup violation count is recorded as 0.
- After filler insertion, the fill cell instance count of the layout stands at 396.
- met2 track demand over resource after global routing is 4.33%.
- At the worst endpoint, the required time is 2640 ps.
- Setup repair after global routing left no endpoint under its margin.
- The fraction of met1 tracks used by global routing is 2.64%.
- The floorplan step set the die width to 80 um.
- The largest net degree at the start of global routing is 7.
- The area added between synthesis and finish is 144%.
- The vertical die dimension reported for this design is 80 um.
- The flow reported a cell area power density of 62.2 mW/mm2.
- The layout summary lists the proportion of cells stronger than drive strength 1 as 13.6%.
- The clock period minus final worst setup slack is 3100 ps.
- The layer carrying the most global-route usage is met2.
- The via count of the first global-routing pass was 255.
- The share of the core filled by cells before placement is 5.27%.
- The net switching power is 0.00952 mW.
- The area of the synthesized netlist per yosys stat is 180 um2.
- Note that the worst hold path type here is primary input to primary output.
- Sequential cells burn 0% of the power.
- The standard cell core area is 0.00342 mm2.
- The first-pass detailed-route iteration total is 2.
- The layout sequential cell count is 0.
- Overall routing resource usage recorded by global route was 2.24%.
- Across the VDD grid, the largest voltage drop is 0.00641 mV.
- The routing usage on met3 is 0.341%.
- The global placement routability congestion is 0.726.
- The Yosys warning count is 1.
- The hold buffer count at cts is 0.
- The final setup slack of the worst path is 201 ps.
- Once the clock tree was built, the setup fixing pass inserted 0 buffers.
- Port buffering added 21 buffers.
- The stage logs contain a warning count of 38.
- The number of gates given a new drive strength after cts is 0.
- The maximum clock frequency is 323 MHz.
- The synthesized netlist occupies a cell area of 180 um2.
- The top-level I/O count is 28.
- According to the dpl log, the detail-placed design has an HPWL of 755 um.
- The ratio of final minimum period to clock period is 93.9%.
- The final number of hold-violating endpoints is 0.
- Among cell families on the critical path, the largest total delay comes from buffers and inverters.
- The number of max-slew violations in the final report is 0.
- For this design, the slowest cell found on the critical path is sky130_fd_sc_hd__clkdlybuf4s50_1.
- The per-instance average area after synthesis is 7.51 um2.
- TritonRoute reported its final design rule violation total as 0.
- After floorplanning, the core was divided into 21 placement rows.
- The most frequent logic cell in the layout is sky130_fd_sc_hd__clkdlybuf4s50_1.
- The relative contribution of the clock network to total power is 0%.
- Of all nets on the critical path, the largest fanout is 6.
- Using the TritonRoute via totals, the vias-per-cell ratio works out to 2.96.
- The final layout reports a setup TNS of 0 ps.
- Listed in order, past its start point the critical path passes clkdlybuf4s50_1, or3b_1, a211oi_2, a21o_1, clkdlybuf4s50_1.
- The chip occupies 0.00640 mm2.
- The combinational fraction of design power is 100.0%.
- The delay of the slowest critical-path stage is 490 ps.
- The post-route core utilization is 12.9%.
- The cell count after synthesis came out at 24.
- The tally of unique sky130hd cells used after synthesis is 19.
- The number of maximum-capacitance violations recorded for the run is 0.
- The startpoint type of the worst setup path is a primary input.
- The total overflow reported by the global router is 0.
- Together, buffers and inverters on the worst path number 2.
- Setup slack on the worst path after placement came out at 190 ps.
- Yosys stat counts 24 cells in the synthesized netlist.
- The worst setup path is captured at a primary output.
- The final layout contains routed wiring with a total length of 830 um.
- The run finished with clean final reports.
-- power by group through the flow --
stage / logic (mW) / registers [mW] / clock network, mW
5_1_grt: 0.0297 / 0 / 0
4_1_cts: 0.0277 / 0 / 0
6_report: 0.0274 / 0 / 0
-- cells by family (layout without fill, tap and decap cells) --
| logic type | after synthesis | in the layout | share of synthesized area [%] |
|---|---|---|---|
| other | 1 | 1 | 2.08 |
| AND-OR/OR-AND | 5 | 5 | 27.1 |
| buffers and inverters | 3 | 23 | 10.4 |
| AND/OR/NAND/NOR | 15 | 15 | 60.4 |
-- metrics by stage --
step	instances	area, um2	power (mW)	hold WS, ps
global route	90	440	0.0297	2370
CTS	90	440	0.0277	2340
finish	90	440	0.0274	2320
detailed placement	90	440	0.0275	2330
global placement	90	440	0.0274	2330
floorplan	24	180	0.00852	1340
-- final timing paths --
path / start / endpoint / slack, ps / cells past startpoint
hold / removal: funct3[0] / alu_ctrl[0] / 2320 / 3
setup / recovery: opcode[5] / alu_ctrl[0] / 200 / 5
-- synth_stat cells (all sizes together) --
master   number  area [um2]
or2           2        12.5
a21oi         1        5.00
nor4          1        6.26
nand2         1        3.75
nor2b         1        6.26
conb          1        3.75
a21o          1        7.51
and2          1        6.26
buf           2        15.0
nor2          1        3.75
a2111oi       1        15.0
nand3b        2        15.0
or3b          2        17.5
inv           1        3.75
o32ai         1        8.76
nor3          2        10.0
a211oi        1        12.5
nand4bb       2        27.5
-- metal layers --
layer  vias up  share of wire, %
li1        131                 -
met5         -                 0
met1       124                41
met3         0               9.5
met2        11                50
met4         0                 0
-- area by class of cell --
cell class                      count  area [um2]  area share, %
Timing Repair Buffer               22         218           49.4
Multi-Input combinational cell     21         161           36.6
Tap cell                           46        57.6           13.1
Inverter                            1        3.75          0.852
Power is estimated from default activity; no workload was simulated.
