$ cat design/flow/run.sh
#!/bin/bash
# OpenROAD 26Q1-2900-gdf79404cd8, Yosys 0.63+post, stock flow scripts
make -C /OpenROAD-flow-scripts/flow DESIGN_CONFIG=/design/flow/config.mk WORK_HOME=/design/flow/orfs finish
$ cat design/flow/constraint.sdc
current_design alu

set clk_period 9.3
set clk_io_pct 0.2

create_clock -name clk0 -period $clk_period

set non_clock_inputs [all_inputs -no_clocks]
set_input_delay [expr $clk_period * $clk_io_pct] -clock clk0 $non_clock_inputs
set_output_delay [expr $clk_period * $clk_io_pct] -clock clk0 [all_outputs]
$ cat design/flow/config.mk
export PLATFORM = sky130hd
export DESIGN_NAME = alu
export DESIGN_NICKNAME = alu
export VERILOG_FILES = /design/flow/design.v
export SDC_FILE = /design/flow/constraint.sdc
export NUM_CORES = 4
export LEC_CHECK = 1
export CORE_UTILIZATION = 30
$ cat design/flow/design.v
module alu (
  input      [31:0] a            ,
  input      [31:0] b            ,
  input      [ 6:0] op           ,
  input      [ 2:0] funct3       ,
  output reg [31:0] result       ,
  output            branch_taken ,
  output     [31:0] branch_target
);
  localparam CUSTOM_OP = 7'b0001011;
  always @(*) begin
    case(op)
      7'b0110011 : begin  
        case(funct3)
          3'b000 : result = a + b;   
          3'b001 : result = a << b;  
        endcase
      end
      CUSTOM_OP : begin
        case(funct3)
          3'b000 : result = a + b;
          3'b001 : result = (a > 0) ? a : 0;
        endcase
      end
    endcase
  end
  assign branch_taken = (op == 7'b1100011) && ((funct3 == 3'b000 && a == b) ||
    (funct3 == 3'b001 && a != b));
  assign branch_target = a + b;
endmodule
==> summary.rpt <==
PHYSICAL IMPLEMENTATION REPORT
----------------------------------------------------
[Run status]
  Run status ........................ finished, final reports clean

[Pwr]
  Worst IR drop on VDD ........................ roughly 0.000036 V
  Share of power burned in registers ........................ 0.090
  Net Sw Frac ........................ 0.430
  Clock network fraction of design power ........................ 0
  P_leak ........................ ~2.4 nW
  Int Power ........................ approximately 0.26 mW
  Fraction of power consumed by combinational cells ........................ 0.910
  PD cells ........................ approximately 73 mW/mm2
  Net switching power ........................ 0.199 mW

[Floorplan]
  Row count ........................ 46
  Total die size ........................ between 0.015 and 0.02 mm2
  Initial Util ........................ 0.306
  Width of the chip ........................ 129 um
  Chip Height ........................ about 130 um
  I/O pin total ........................ around 140
  Area of the core region ........................ 0.0158 mm2

[Synth]
  Largest logic family ........................ AND-OR/OR-AND gates
  Average cell area after synthesis ........................ 7.31 um2
  Yosys top cell area share ........................ 0.110
  Mux frac, synth ........................ 0.207
  Area fraction in and, or, nand and nor cells after synthesis ........................ 0.232
  Adder-cell share of the synthesized area ........................ 0.0843
  Post-synth tally of flip-flops with integrated enable ........................ 0
  Xor+xnor area frac ........................ 0.0488
  Number of distinct library cells after synthesis ........................ ~60
  Post-synthesis chip area from yosys ........................ between 0.004 and 0.005 mm2
  Most frequently used flop master after synthesis ........................ dlxtn_1
  Synthesized netlist cell count ........................ roughly 660
  Synth warn ........................ 1
  Area of the mapped netlist ........................ just under 0.005 mm2
  Share of flip-flops with an asynchronous set or reset after synthesis ........................ 0
  Most area-consuming cells after synthesis ........................ mux2i_1, dlxtn_1, ha_1
  Yosys aoi share ........................ 0.272
  Number of standard cells reported by yosys ........................ about 660
  Largest area contributor in the netlist ........................ mux2i_1
  Yosys reg bits ........................ 32

[Clock tree]
  Post CTS Setup Buffer Count ........................ 0
  Resize count post-CTS ........................ 0
  Count of hold-fix buffers inserted at cts ........................ 0

[Layout]
  Share of cells above drive strength 1 ........................ 0.0594
  Layout-stage area growth over the synthesis result ........................ 31.1%
  Number of flip-flops in the largest register ........................ 32
  Post-route cell area ........................ about 0.0063 mm2

[Drt]
  Post-detailed-routing wire length ........................ 19800 um
  Antenna diodes ........................ 0
  Number of violations reported at the end of detailed-routing iteration 0 ........................ 489
  Vias/cell ........................ 5.84
  First-pass DRT Iterations ........................ 5
  Number of design rule violations left after detail routing ........................ 0
  Detailed-route via count ........................ ~5700
  Routed WL per cell ........................ 20.3 um
  Number of routed nets with antenna violations ........................ 0

[Placed design]
  Pre-CTS setup slack ........................ a little over 2000 ps
  Routability Congestion ........................ between 1 and 1.5
  Number of buffers inserted by port buffering ........................ roughly 140
  Cell area reported after detailed placement ........................ 0.00635 mm2
  DP Wirelength ........................ approximately 16000 um

[Setup path]
  Required time of the critical path ........................ about 7400 ps
  Max stage delay on crit path ........................ about 600 ps
  CP delay by family, top ........................ AND-OR/OR-AND gates
  Start point of the critical path ........................ a[9]
  Critical path peak fanout ........................ 7
  Sort of element at the end of the critical path ........................ output port
  Cell type of the slowest stage on the worst timing path ........................ clkdlybuf4s50_1
  Crit path top cell by count ........................ clkdlybuf4s50_1
  Buf+Inv Stages, Crit Path ........................ 2
  Arrival time at the worst endpoint ........................ between 5000 and 6000 ps
  Setup crit start kind ........................ input port
  Worst-path cell chain ........................ clkdlybuf4s50_1 > ha_1 > a21o_1 > or4_1 > o221ai_2 > nor2_1 > o31ai_1 > o21bai_1 > a21oi_1 > xnor2_1 > clkdlybuf4s50_1
  Critical path class ........................ input port to output port

[Final timing]
  Measured slew at the worst slew-check pin ........................ about 930 ps
  Number of unconstrained endpoints ........................ 64
  Number of setup violations in the final report ........................ 0
  Final count of pins violating max slew ........................ 0
  Setup repair after global routing missed its margin ........................ false
  Setup total negative slack ........................ 0 ps
  Max frequency ........................ roughly 140 MHz
  Max-slew headroom at the worst pin ........................ 0.380
  Share of the cycle needed by the critical path after routing ........................ 0.793
  Count of final hold-check violations ........................ 0
  Register pins left without a clock ........................ 32
  Hold WS ........................ ~4700 ps
  Setup slack after layout ........................ between 1500 and 2000 ps
  Shortest period the worst path allows ........................ 7370 ps

[Global route]
  Gr usage total ........................ 0.237
  Wire length of the first global-routing pass ........................ between 20000 and 30000 um
  Number of antenna violations at the first check in global routing ........................ 0
  Remaining Overflow, GRT ........................ 0
  Vias in the first global route ........................ 5162
  Largest net degree at the start of global routing ........................ 47

[Flow run]
  Number of OpenROAD warnings ........................ 32
  Number of violations of the max-capacitance limit ........................ 0

[Worst hold path]
  Worst min-delay path endpoint ........................ branch_taken
  Hold Path Origin ........................ op[6]
  Tightest Hold Check Type ........................ input port to output port
  Number of stages on the worst hold path ........................ 4

----------------------------------------------------
[kinds of logic after synthesis]
family,after synthesis
AND-OR/OR-AND,194
XOR/XNOR,27
adder cells (fa/ha/maj),32
buffers and inverters,68
latches,32
multiplexers,78
AND/OR/NAND/NOR,231
[power groups by stage]
stage,sequential [mW],clock [mW],combinational [mW]
finish,0.0416,0,0.421
global route,0.0437,0,0.454
CTS,0.0421,0,0.419
[worst max path at each step]
stage | to | slack [ps] | cells after the start
4_1_cts | branch_target[20] | 1990 | 12
5_1_grt | branch_target[20] | 1640 | 12
6_report | branch_target[28] | 1930 | 11
[layout by cell type (no fill, tap or decap), types with 11 or more instances in the layout]
master             n
nand3_1           13
nand2_1           58
ha_1              31
inv_1             15
xnor2_1           20
clkdlybuf4s50_1  137
mux4_2            17
nor3_1            27
dlxtn_1           32
nor4_1            22
a31oi_1           11
nor2_1            58
mux2i_1           53
o21ai_0           36
a21oi_1           48
a211oi_1          11
[synthesized netlist by cell type, types with 8 or more instances]
library cell and count:
dlxtn_1 32, clkbuf_1 40, a21o_1 9, nor4_1 22, buf_2 11, mux2i_1 53, a221o_1 10, nor2b_1 10
a211oi_1 11, xnor2_1 20, o211ai_1 9, a21oi_1 48, ha_1 31, nand4_1 8, inv_1 15, nor3_1 27
a31oi_1 11, nand3_1 13, nor2_1 58, mux2_2 8, a22oi_1 8, o21ai_0 36, nand2_1 58, mux4_2 17
[stage by stage]
stage	power, mW	std cells	utilization
finish	0.463	973	0.401
global route	0.498	973	0.401
CTS	0.461	973	0.401
detailed placement	0.457	973	0.401
global placement	0.462	973	0.401
floorplan	0.238	662	-
[final cells by class]
cell class	instances	area (um2)
sequential	32	480
tap	216	270
fill	1629	9480
inverter	15	56.3
timing repair buffer	148	1450
multi-input combinational	562	4090
[routing by layer]
layer	GRT usage	wire [um]
met1	0.359	8840
met2	0.361	8830
met3	0.0332	1640
met4	0.0526	471
met5	0	0
Power figures rest on the tool's default switching activity, not on a simulated workload.
